==> config.mk <==
export PLATFORM = sky130hd
export DESIGN_NAME = KeyPadInterpreter
export DESIGN_NICKNAME = KeyPadInterpreter
export VERILOG_FILES = /design/flow/design.v
export SDC_FILE = /design/flow/constraint.sdc
export NUM_CORES = 4
export LEC_CHECK = 1
export CORE_UTILIZATION = 30
==> constraint.sdc <==
current_design KeyPadInterpreter

set clk_period 2.4
set clk_io_pct 0.2

create_clock -name clk0 -period $clk_period [get_ports {Clock}]

set non_clock_inputs [all_inputs -no_clocks]
set_input_delay [expr $clk_period * $clk_io_pct] -clock clk0 $non_clock_inputs
set_output_delay [expr $clk_period * $clk_io_pct] -clock clk0 [all_outputs]
==> design.v <==
module KeyPadDecoder(
input [3:0] In, 
output reg [3:0] Out
);
always @(In) begin
	case (In)
		4'b0000: Out = 4'h1;
		4'b0001: Out = 4'h2;
		4'b0010: Out = 4'h3;
		4'b0011: Out = 4'hA;
		4'b0100: Out = 4'h4;
		4'b0101: Out = 4'h5;
		4'b0110: Out = 4'h6;
		4'b0111: Out = 4'hB;
		4'b1000: Out = 4'h7;
		4'b1001: Out = 4'h8;
		4'b1010: Out = 4'h9;
		4'b1011: Out = 4'hC;
		4'b1100: Out = 4'hF;
		4'b1101: Out = 4'h0;
		4'b1110: Out = 4'hE;
		4'b1111: Out = 4'hD;
     default: Out = 4'h1;
	endcase
end
endmodule
module KeyPadInterpreter(
    input  Clock, 
    input  ResetButton,
    input  KeyRead, 			
    input  [3:0] RowDataIn,
    output KeyReady,			
    output [3:0] DataOut,
    output [3:0] ColDataOut,
    output [3:0] PressCount
);
    wire [3:0] KeyCode;
    wire LFSRRst;
    wire LFSRFlg;
    LFSR25000       LFSR     (Clock, LFSRRst, LFSRFlg);
    KeyPadScanner   Scanner  (ResetButton, Clock, RowDataIn, ColDataOut, LFSRRst, LFSRFlg, KeyCode, KeyReady, KeyRead);
    PulseCounter    Count    (ResetButton, Clock, KeyReady, PressCount);
    KeyPadDecoder   Decoder  (KeyCode, DataOut);
endmodule
module KeyPadScanner(
input Reset,
input Clock, 
input [3:0] RowIn, 
output [3:0] ColOut, 
output reg LFSRReset, 
input LFSRFlg, 
output reg [3:0] RowColVector, 
output reg KeyRdy, 
input KeyRd
);
parameter Scan=2'b00, Calculate=2'b01, Analyize=2'b10, WaitForRead=2'b11;
reg [1:0] State;
reg [2:0] Counter;
reg [15:0] Data;
reg [3:0] Col;
reg [3:0] Sum;
reg ZeroChecker;
reg waitbit;
assign ColOut[0] = Col[0] ? 1'bz : 1'b0; 
assign ColOut[1] = Col[1] ? 1'bz : 1'b0; 
assign ColOut[2] = Col[2] ? 1'bz : 1'b0; 
assign ColOut[3] = Col[3] ? 1'bz : 1'b0; 
always @(posedge Clock, negedge Reset) begin
	if (Reset == 0) begin
		State <= Scan;
		Col <= 4'b0111;
		LFSRReset <= 0;
		KeyRdy <= 0;
		RowColVector <= 4'b1101;
		Counter <= 0;
		Data <= 16'hFFFF;
		Sum <= 0;
		ZeroChecker <= 0;
		waitbit <= 0;
	end
	else begin
		case(State)
			Scan: begin
				if(LFSRFlg == 1) begin
					case(Col)
						4'b0111: begin 
							if(waitbit == 1) begin
								Data[15:12] <= RowIn;
								Col <= 4'b1011;
								waitbit <= 0;
							end
							else waitbit <= 1;
						end
						4'b1011: begin
							if(waitbit == 1) begin
								Data[11:8] <= RowIn;
								Col <= 4'b1101;
								waitbit <= 0;
							end
							else waitbit <= 1;
						end
						4'b1101: begin
							if(waitbit == 1) begin
								Data[7:4] <= RowIn;
								Col <= 4'b1110;
								waitbit <= 0;
							end
							else waitbit <= 1;
						end
						4'b1110: begin
							if(waitbit == 1) begin
								Data[3:0] <= RowIn;
								Col <= 4'b0111;
								State <= Calculate;	
								waitbit <= 0;
							end
							else waitbit <= 1;
						end
						default: begin
							Col <= 4'b1110;
							Counter <= 0;
						end
					endcase
					LFSRReset <= 0;
				end
				else begin
					LFSRReset <= 1;
				end
			end
			Calculate: begin
				Sum <= ~Data[0] + ~Data[1] + ~Data[2] + ~Data[3]
					 + ~Data[4] + ~Data[5] + ~Data[6] + ~Data[7]
					 + ~Data[8] + ~Data[9] + ~Data[10] + ~Data[11]
					 + ~Data[12] + ~Data[13] + ~Data[14] + ~Data[15]; 
				State <= Analyize;
			end
			Analyize: begin
				if (ZeroChecker== 1'b1) begin
					if(Sum == 4'b0001) begin
						Counter <= Counter + 1'b1;
						if(Counter == 3'b100) begin
							case(Data)
								16'hFFFE : RowColVector <= 4'b0000; 
								16'hFFFD : RowColVector <= 4'b0100; 
								16'hFFFB : RowColVector <= 4'b1000; 
								16'hFFF7 : RowColVector <= 4'b1100; 
								16'hFFEF : RowColVector <= 4'b0001; 
								16'hFFDF : RowColVector <= 4'b0101; 
								16'hFFBF : RowColVector <= 4'b1001; 
								16'hFF7F : RowColVector <= 4'b1101; 
								16'hFEFF : RowColVector <= 4'b0010; 
								16'hFDFF : RowColVector <= 4'b0110; 
								16'hFBFF : RowColVector <= 4'b1010; 
								16'hF7FF : RowColVector <= 4'b1110; 
								16'hEFFF : RowColVector <= 4'b0011; 
								16'hDFFF : RowColVector <= 4'b0111; 
								16'hBFFF : RowColVector <= 4'b1011; 
								16'h7FFF : RowColVector <= 4'b1111; 
								default  : RowColVector <= 4'b0000; 
							endcase
							KeyRdy <= 1;
							State <= WaitForRead;
							Counter <= 0;
							ZeroChecker <= 0;
						end
					end
					else if (Sum == 4'b0000) begin 
						Counter <= 0;
						State <= Scan;
					end
					else begin 
						ZeroChecker <= 1'b0; 
						Counter <= 0; 
						State <= Scan;
					end
				end
				else if (Sum == 4'b0000) begin
					ZeroChecker <= 1'b1;
					State <= Scan;
				end
				else State <= Scan;
			end
			WaitForRead: begin
				if(KeyRd == 1) begin
					KeyRdy <= 0;
					LFSRReset <= 0;
					State <= Scan;
				end
			end 
			default: begin 
				State <= Scan;
				Col <= 4'b1110;
				LFSRReset <= 0;
				KeyRdy <= 1;
				RowColVector <= 4'b1111;
				Counter <= 0;
				Data <= 16'hFFFF;
				Sum <= 0;
			end
		endcase
	end
end
endmodule
module LFSR25000(
    input Clock,
    input Reset,
    output reg Out
);
    reg [8:0] counter;
    always @(posedge Clock or negedge Reset) begin
        if (Reset == 0) begin
            Out <= 0;
            counter <= 9'd0;
        end else begin
            if (counter == 9'd249) begin
                Out <= 1;
                counter <= 9'd0;
            end else begin
                Out <= 0;
                counter <= counter + 1'b1;
            end
        end
    end
endmodule
module PulseCounter(
input Reset,
input Clock,
input In, 
output [3:0] Out
);
reg [3:0] Counter;
reg toggle;
always @(posedge Clock, negedge Reset) begin
	if ( Reset == 0 ) 
		Counter <= 4'b0000;
	else begin
		if ((In==1) & (toggle==0)) begin
			Counter <= Counter + 1'b1;
			toggle <= 1;
	    end
		else if (In==0) begin
			toggle <= 0;
		end
	end
end
assign Out = Counter;
endmodule
==> run.sh <==
#!/bin/bash
# OpenROAD 26Q1-2900-gdf79404cd8, Yosys 0.63+post, stock flow scripts
make -C /OpenROAD-flow-scripts/flow DESIGN_CONFIG=/design/flow/config.mk WORK_HOME=/design/flow/orfs finish
==> load_flow_metrics.sql <==
-- implementation run metrics
INSERT INTO impl_metrics (metric_group, metric, value, unit) VALUES
('status', 'status', 'finished with violations', ''),
('status', 'violations', 'setup timing', ''),
('final_timing', 'final.period_utilization', '152.6', '%'),
('finish', 'final_cell_mix', 'dfrtp_1 (30), nand2_1 (27), o21ai_0 (25), nor2_1 (24), buf_4 (24)', ''),
('grt', 'initial_antenna_violation_count', '0', ''),
('min_path', 'worst_hold_path_type', 'reg2async', ''),
('flow_run', 'stage_log_warnings', '37', ''),
('worst_setup_path', 'worst-endpoint-required', '2.58', 'ns'),
('final_timing', 'finalWorstPathRequiredPeriod', '3.662', 'ns'),
('finish', 'syn2layout_area_growth', '18.02', '%'),
('final_timing', 'worst-slew-pin-transition', '0.5315', 'ns'),
('detailed_routing', 'route.detailed.wl_per_inst', '12.79', 'um'),
('detailed_routing', 'insertedDiodeCount', '0', ''),
('worst_setup_path', 'most_frequent_cp_cell', 'fa_1', ''),
('grt', 'vias_in_the_first_global_route', '2390', ''),
('power', 'vdd.ir_drop.worst', '0.0002635', 'V'),
('worst_setup_path', 'worstPathArrival', '3.84', 'ns'),
('worst_setup_path', 'startpoint_type', 'flop', ''),
('power', 'netSwitchingPower', '391.1', 'uW'),
('worst_setup_path', 'critical_path_max_stage_delay', '0.54', 'ns'),
('clock_tree', 'clock_sink_count', '54', ''),
('final_timing', 'timing.max_slew.rel_slack', '64.30', '%'),
('power', 'power.internal', '1543', 'uW'),
('worst_setup_path', 'crit_start', 'Scanner.Data[9]', ''),
('final_timing', 'rsz_0062_raised_after_global_routing', 'yes', ''),
('flow_run', 'drv.max_cap_violation_count', '0', ''),
('final_timing', 'setup-violations-final', '4', ''),
('logic_synthesis', 'yosysTopAreaCell', 'dfrtp_1', ''),
('worst_setup_path', 'timing.rr.end', 'Scanner.Sum[1]', ''),
('final_timing', 'clock_skew', '0.006124', 'ns'),
('clock_tree', 'cts_inserted_buffers', '5', ''),
('placed_design', 'io_buffer_count', '15', ''),
('floorplan', 'die-height', '108.8', 'um'),
('finish', 'final_layout_size_suffix_gt1_share', '25.00', '%'),
('grt', 'grt_start_max_net_pins', '44', ''),
('final_timing', 'hold_viol', '0', ''),
('power', 'clkPwrFrac', '41.6', '%'),
('clock_tree', 'postCtsHoldBufs', '0', ''),
('clock_tree', 'worst_skew_pair.late_latency', '0.29', 'ns'),
('floorplan', 'floorplan.initialDensity', '31.17', '%'),
('detailed_routing', 'route.antenna.remaining_nets', '0', ''),
('worst_setup_path', 'timing.critical_path.fanout_max', '2', ''),
('clock_tree', 'clock_root_buffer_master', 'clkbuf_16', ''),
('logic_synthesis', 'yosys-stat-area', '3423', 'um2'),
('worst_setup_path', 'cp_cell_sequence', 'inv_2 > fa_1 > inv_1 > fa_1 > fa_2 > inv_2 > fa_2 > ha_4 > fa_1 > mux2_4', ''),
('detailed_routing', 'totalWireLength', '6547', 'um'),
('power', 'p_total', '1934', 'uW'),
('logic_synthesis', 'yosys_warnings', '8', ''),
('placed_design', 'placed_wire_length_estimate_after_detailed_placement', '4895', 'um'),
('grt', 'overflow', '0', ''),
('finish', 'fin_cells', '512', ''),
('logic_synthesis', 'enable_flop_cells', '1', ''),
('power', 'leakage', '0.001706', 'uW'),
('detailed_routing', 'vias_per_cell', '4.766', ''),
('final_timing', 'whs', '0.1829', 'ns'),
('worst_setup_path', 'timing.reg2reg.setup_slack', '-1.26', 'ns'),
('logic_synthesis', 'synth_top_area_share', '21.93', '%'),
('floorplan', 'design.core.area', '10980', 'um2'),
('logic_synthesis', 'most_used_dff_post_synth', 'dfrtp_1', ''),
('placed_design', 'dp_cells', '501', ''),
('logic_synthesis', 'synthCells', '337', ''),
('grt', 'grt_util_all_layers', '12.57', '%'),
('power', 'power.share.combinational', '7.4', '%'),
('final_timing', 'slew_violations', '0', ''),
('logic_synthesis', 'synth_area', '3423', 'um2'),
('clock_tree', 'clk_pin_slew_worst_paths', '0.07', 'ns'),
('power', 'seq_power_share', '51.1', '%'),
('floorplan', 'floorplan.io_pins', '20', ''),
('final_timing', 'post-route-worst-setup-slack', '-1.262', 'ns'),
('logic_synthesis', 'yosys.cell_types.count', '60', ''),
('floorplan', 'die_x', '108.8', 'um');
-- through the flow --
| stage | TNS [ns] | area [um2] |
|---|---|---|
| floorplan | -4.565 | 3468 |
| global placement | -4.547 | 3826 |
| detailed placement | -4.674 | 3826 |
| CTS | -4.557 | 4015 |
| global route | -4.883 | 4040 |
| finish | -4.500 | 4040 |
-- cells in the mapped netlist (2+ instances only) --
| library cell | n |
|---|---|
| dfrtp_1 | 30 |
| inv_1 | 27 |
| nand2_1 | 27 |
| o21ai_0 | 26 |
| nor2_1 | 24 |
| dfstp_2 | 23 |
| ha_1 | 18 |
| a21oi_1 | 17 |
| nand3_1 | 14 |
| mux2_2 | 12 |
| xnor2_1 | 12 |
| fa_1 | 10 |
| nand4_1 | 9 |
| nand4b_1 | 6 |
| xor2_1 | 6 |
| a31oi_1 | 5 |
| buf_4 | 5 |
| a21o_1 | 4 |
| and3_1 | 3 |
| buf_2 | 3 |
| buf_6 | 3 |
| mux2i_1 | 3 |
| a211oi_1 | 2 |
| and4_1 | 2 |
| clkbuf_1 | 2 |
| nand2b_1 | 2 |
| nor2b_1 | 2 |
| nor3_2 | 2 |
| nor3_4 | 2 |
| o211ai_1 | 2 |
| o22ai_1 | 2 |
| o31ai_1 | 2 |
| or2_2 | 2 |
| or3_1 | 2 |
-- flip-flops by register name, indices dropped and copies added (netlist names), 3 cells and up --
register,flops
Scanner.Data,16
LFSR.counter,9
Count.Counter,4
Scanner.Col,4
Scanner.RowColVector,4
Scanner.State,4
Scanner.Sum,4
Scanner.Counter,3
-- routing by layer --
| layer | vias to the layer above | track usage, % | part of all wire (%) |
|---|---|---|---|
| met2 | 42 | 19.48 | 45 |
| met4 | 0 | 1.158 | 1.0 |
| met5 | - | 0 | 0 |
| li1 | 1236 | - | - |
| met1 | 1158 | 19.10 | 50 |
| met3 | 4 | 2.864 | 4.2 |
-- power groups by stage --
stage                 sequential (uW)  combinational [uW]  clock, uW
after CTS                         989                 149        824
after global routing              993                 163        875
final                             987                 143        804
-- area by class of cell --
cell class	count	area, um2	share of cell area [%]
Inverter	28	107.6	2.663
Multi-Input combinational cell	243	1876	46.42
Sequential cell	54	1385	34.28
Clock inverter	2	37.54	0.9291
Timing Repair Buffer	39	330.3	8.176
Tap cell	140	175.2	4.336
Clock buffer	6	128.9	3.190
-- logic make-up (layout without fill, tap and decap cells) --
| logic type | Yosys count | after routing | synth area share [%] |
|---|---|---|---|
| DFF | 54 | 54 | 40.46 |
| and+or+nand+nor | 106 | 106 | 17.73 |
| xor gates and xnor gates | 19 | 19 | 5.081 |
| AOI/OAI and AO/OA | 71 | 71 | 12.98 |
| adders and majority gates | 28 | 28 | 12.43 |
| buffers and inverters | 43 | 75 | 6.396 |
| muxes | 15 | 15 | 4.825 |
| other | 1 | 4 | 0.1095 |
-- worst max path at each step --
| stage | to | slack [ns] |
|---|---|---|
| CTS | Scanner.Sum[1] | -1.27 |
| global route | Scanner.Sum[1] | -1.35 |
| finish | Scanner.Sum[1] | -1.26 |
-- what timing repair did --
action                                  4_1_cts  5_1_grt
gates resized                                 2        6
pin swaps                                     7        2
endpoints found under the setup margin        7        7
setup buffers                                 2        1
-- critical path: cells and delay by family, from the launching register on --
family / cells / cell delay [ns]
mux: 1 / 0.26
fa+ha+maj: 6 / 2.63
buf+inv: 3 / 0.13
flops: 1 / 0.53
Power is estimated from default activity; no workload was simulated.
