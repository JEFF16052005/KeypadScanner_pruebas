==> /design/flow/design.v <==
`timescale 1 ns / 100 ps
module Debounce (
    input clk,
    input n_reset,       
    input button_in,     
    output reg DB_out    
);
    parameter N = 21;
    reg [N-1:0] q_reg, q_next;
    reg DFF1, DFF2;
    wire q_add, q_reset;
    assign q_reset = (DFF1 ^ DFF2);
    assign q_add   = ~(q_reg[N-1]);
    always @(*) begin
        case ({q_reset, q_add})
            2'b00: q_next = q_reg;
            2'b01: q_next = q_reg + 1;
            default: q_next = {N{1'b0}};
        endcase
    end
    always @(posedge clk) begin
        if (!n_reset) begin
            DFF1 <= 1'b0;
            DFF2 <= 1'b0;
            q_reg <= {N{1'b0}};
        end else begin
            DFF1 <= button_in;
            DFF2 <= DFF1;
            q_reg <= q_next;
        end
    end
    always @(posedge clk) begin
        if (q_reg[N-1])
            DB_out <= DFF2;
    end
endmodule
`timescale 1ns / 1ps
module Hex_Keypad_Grayhill_072(
    input [3:0] Row,       
    input S_Row,           
    input clock,
    input reset,
    output reg [3:0] Code,  
    output Valid,           
    output reg [3:0] Col    
);
    wire [3:0] Row_clean;
    Debounce db0 (.clk(clock), .n_reset(reset), .button_in(Row[0]), .DB_out(Row_clean[0]));
    Debounce db1 (.clk(clock), .n_reset(reset), .button_in(Row[1]), .DB_out(Row_clean[1]));
    Debounce db2 (.clk(clock), .n_reset(reset), .button_in(Row[2]), .DB_out(Row_clean[2]));
    Debounce db3 (.clk(clock), .n_reset(reset), .button_in(Row[3]), .DB_out(Row_clean[3]));
    reg [1:0] scan_state;
    reg [3:0] key_val;
    reg key_valid;
    assign Valid = key_valid;
    always @(posedge clock or negedge reset) begin
        if (!reset) begin
            scan_state <= 2'd0;
            Col <= 4'b1110;
            key_valid <= 1'b0;
            Code <= 4'h0;
        end else begin
            case (scan_state)
                2'd0: begin
                    Col <= 4'b1110;  
                    if (Row_clean != 4'b1111) begin
                        key_val <= Row_clean;
                        key_valid <= 1'b1;
                        scan_state <= 2'd1;
                    end
                end
                2'd1: begin
                    Col <= 4'b1101;  
                    if (Row_clean != 4'b1111) begin
                        key_val <= Row_clean;
                        key_valid <= 1'b1;
                        scan_state <= 2'd2;
                    end
                end
                2'd2: begin
                    Col <= 4'b1011;  
                    if (Row_clean != 4'b1111) begin
                        key_val <= Row_clean;
                        key_valid <= 1'b1;
                        scan_state <= 2'd3;
                    end
                end
                2'd3: begin
                    Col <= 4'b0111;  
                    if (Row_clean != 4'b1111) begin
                        key_val <= Row_clean;
                        key_valid <= 1'b1;
                        scan_state <= 2'd0;
                    end
                end
            endcase
        end
    end
    always @(*) begin
        case ({Col, key_val})
            8'b1110_1110: Code = 4'h1;
            8'b1110_1101: Code = 4'h2;
            8'b1110_1011: Code = 4'h3;
            8'b1110_0111: Code = 4'hA;
            8'b1101_1110: Code = 4'h4;
            8'b1101_1101: Code = 4'h5;
            8'b1101_1011: Code = 4'h6;
            8'b1101_0111: Code = 4'hB;
            8'b1011_1110: Code = 4'h7;
            8'b1011_1101: Code = 4'h8;
            8'b1011_1011: Code = 4'h9;
            8'b1011_0111: Code = 4'hC;
            8'b0111_1110: Code = 4'hE;  
            8'b0111_1101: Code = 4'h0;
            8'b0111_1011: Code = 4'hF;  
            8'b0111_0111: Code = 4'hD;
            default: Code = 4'h0;
        endcase
    end
endmodule
module mod_lecturaTeclado (
    input        Clock,
    input        Reset_n,
    input  [3:0] KeyData,
    input        KeyReady,
    output reg   KeyRead,
    output reg [9:0] Num1_value,
    output reg [9:0] Num2_value,
    output reg        Num1_done,
    output reg        Num2_done,
    output reg        Sum_ready,
    output reg [3:0] disp_hundreds,
    output reg [3:0] disp_tens,
    output reg [3:0] disp_units,
    output reg [1:0] active_field
);
    localparam S_IDLE=3'd0, S_INPUT1=3'd1, S_INPUT2=3'd2, S_DONE=3'd3;
    reg [2:0] state;
    reg [3:0] n1_d2,n1_d1,n1_d0,n2_d2,n2_d1,n2_d0;
    reg keyready_q;
    wire keyready_rise = (KeyReady && !keyready_q);
    always @(posedge Clock or negedge Reset_n) begin
        if (!Reset_n) begin
            state<=S_IDLE; keyready_q<=0; KeyRead<=0;
            n1_d2<=0; n1_d1<=0; n1_d0<=0; n2_d2<=0; n2_d1<=0; n2_d0<=0;
            Num1_value<=0; Num2_value<=0;
            Num1_done<=0; Num2_done<=0; Sum_ready<=0;
            disp_hundreds<=0; disp_tens<=0; disp_units<=0;
            active_field<=0;
        end else begin
            keyready_q<=KeyReady;
            KeyRead<=0;
            case(state)
                S_IDLE: begin
                    Num1_done<=0; Num2_done<=0; Sum_ready<=0;
                    n1_d2<=0; n1_d1<=0; n1_d0<=0;
                    n2_d2<=0; n2_d1<=0; n2_d0<=0;
                    active_field<=2'd1;
                    state<=S_INPUT1;
                end
                S_INPUT1: if (keyready_rise) begin
                    if (KeyData<=4'h9) begin
                        n1_d2<=n1_d1; n1_d1<=n1_d0; n1_d0<=KeyData;
                        disp_hundreds<=n1_d1; disp_tens<=n1_d0; disp_units<=KeyData;
                        KeyRead<=1;
                    end else if (KeyData==4'hF) begin
                        Num1_done<=1; Num1_value<=(n1_d2*100)+(n1_d1*10)+n1_d0;
                        KeyRead<=1; active_field<=2'd2; state<=S_INPUT2;
                    end else KeyRead<=1;
                end
                S_INPUT2: if (keyready_rise) begin
                    if (KeyData<=4'h9) begin
                        n2_d2<=n2_d1; n2_d1<=n2_d0; n2_d0<=KeyData;
                        disp_hundreds<=n2_d1; disp_tens<=n2_d0; disp_units<=KeyData;
                        KeyRead<=1;
                    end else if (KeyData==4'hE) begin
                        Num2_done<=1; Num2_value<=(n2_d2*100)+(n2_d1*10)+n2_d0;
                        KeyRead<=1; active_field<=2'd3; state<=S_DONE;
                    end else KeyRead<=1;
                end
                S_DONE: Sum_ready<=(Num1_done & Num2_done);
            endcase
        end
    end
endmodule
module top_teclado (
    input clk_27MHz,
    input reset_button,
    input [3:0] Row,
    output [3:0] Col
);
    wire n_reset;
    wire [3:0] key_code;
    wire key_valid;
    wire key_ready;
    wire key_read;
    wire [9:0] num1, num2;
    wire num1_done, num2_done, sum_ready;
    Debounce u_db (
        .clk(clk_27MHz),
        .n_reset(1'b1),
        .button_in(reset_button),
        .DB_out(n_reset)
    );
    Hex_Keypad_Grayhill_072 u_keypad (
        .Row(Row),
        .S_Row(1'b0),
        .clock(clk_27MHz),
        .reset(~n_reset),
        .Code(key_code),
        .Valid(key_valid),
        .Col(Col)
    );
    mod_lecturaTeclado u_lectura (
        .Clock(clk_27MHz),
        .Reset_n(n_reset),
        .KeyData(key_code),
        .KeyReady(key_valid),
        .KeyRead(key_read),
        .Num1_value(num1),
        .Num2_value(num2),
        .Num1_done(num1_done),
        .Num2_done(num2_done),
        .Sum_ready(sum_ready)
    );
endmodule
==> /design/flow/run.sh <==
#!/bin/bash
# OpenROAD 26Q1-2900-gdf79404cd8, Yosys 0.63+post, stock flow scripts
make -C /OpenROAD-flow-scripts/flow DESIGN_CONFIG=/design/flow/config.mk WORK_HOME=/design/flow/orfs finish
==> /design/flow/config.mk <==
export PLATFORM = sky130hd
export DESIGN_NAME = top_teclado
export DESIGN_NICKNAME = top_teclado
export VERILOG_FILES = /design/flow/design.v
export SDC_FILE = /design/flow/constraint.sdc
export NUM_CORES = 4
export LEC_CHECK = 1
export CORE_UTILIZATION = 40
==> /design/flow/constraint.sdc <==
current_design top_teclado

set clk_period 1.9
set clk_io_pct 0.2

create_clock -name clk0 -period $clk_period [get_ports {clk_27MHz}]

set non_clock_inputs [all_inputs -no_clocks]
set_input_delay [expr $clk_period * $clk_io_pct] -clock clk0 $non_clock_inputs
set_output_delay [expr $clk_period * $clk_io_pct] -clock clk0 [all_outputs]
==> impl_report.txt <==
RUN METRICS
----------------------------------------------------
[Status]
  Result of the run ........................ completed

[Drt]
  Via count of the routed design ........................ 4290
  Number of violations reported at the end of detailed-routing iteration 0 ........................ 281
  Number of optimization iterations in the first detailed-route pass ........................ 4
  DRC ........................ 0
  Drt wl/cell ........................ 11.9 um
  ANT cells ........................ 0
  Number of vias per cell ........................ 5.16
  Final ANT Viol Nets ........................ 0
  Total Routed Length ........................ 9.90 mm

[Clocking]
  Clock latency on the worst-skew pair ........................ 0.41 ns
  Clock root buffer ........................ sky130_fd_sc_hd__clkbuf_16
  H-tree levels ........................ 4
  Clock transition at the register clock pins on the worst setup and hold paths after CTS ........................ 0.05 ns
  Maximum root-to-sink buffer count ........................ 2
  Number of clock sinks ........................ 128
  TritonCTS clock tree ........................ built
  TritonCTS Buffers ........................ 17

[Yosys]
  Area share of the largest cell type after synthesis ........................ 33.7%
  Leading post-synthesis cells by cell area ........................ sky130_fd_sc_hd__dfxtp_1, sky130_fd_sc_hd__edfxtp_1, sky130_fd_sc_hd__xnor2_1, sky130_fd_sc_hd__nor2_1, sky130_fd_sc_hd__xor2_1
  Synth area leader ........................ sky130_fd_sc_hd__dfxtp_1
  Instance count of the mapped netlist ........................ roughly 590
  Ys Warns ........................ 3
  Count of unique library cells instantiated by Yosys ........................ 43
  Sequential share of the synthesized area ........................ 51.3%
  Number of cells in Yosys stat ........................ 588
  Synth Cell Area ........................ 5590 sq um
  Per-instance average area after synthesis ........................ 9.50 sq um
  Yosys chip area ........................ 5590 sq um
  Count of state elements after synthesis ........................ approximately 130

[Placement]
  Final HPWL DP ........................ 6.42 mm
  Placed Cells incl. Taps ........................ roughly 800
  IO buf count ........................ 9
  Post-detailed-placement cell area ........................ 6160 sq um
  Last weighted congestion value of the routability-driven placer ........................ 0.805

[Job]
  Number of maximum-capacitance constraint violations ........................ 0
  Number of OpenROAD warnings ........................ 27

[STA]
  Number of hold violations in the final report ........................ 0
  Worst-case headroom to the max-slew limit ........................ between 70% and 80%
  Number of max-slew violations in the final report ........................ 0
  Final period utilization ........................ between 90% and 100%
  Transition time at the pin with the least slew margin ........................ 0.397 ns
  Shortest clock period the worst path allows after layout ........................ 1.87 ns
  RSZ-0062 raised after global routing ........................ true
  Min Hold Slack ........................ 0.362 ns
  Worst Clk Skew ........................ approximately 0.0065 ns
  Max Clock Freq ........................ 536 MHz
  Total setup violations reported at the end of the flow ........................ 0

[Global routing]
  Overall overflow remaining after global route ........................ 0
  Global-route wire length before repair ........................ 17.0 mm
  Number of global-route vias before repair ........................ 3879
  Global-route total usage across every layer ........................ between 10% and 20%
  Initial antenna violation count ........................ 0
  Met1 usage in global routing ........................ around 23%
  M3 GR Usage ........................ 3.18%
  Highest-utilization routing layer at the global route stage ........................ met1
  GR Layer Usage met2 ........................ 21.8%
  Maximum number of pins on one net before global-route repair ........................ 22

[Cells and area]
  Layout-stage area growth over the synthesis result ........................ 22.4%
  Top Layout Cells ........................ sky130_fd_sc_hd__dfxtp_1, sky130_fd_sc_hd__nor2_1, sky130_fd_sc_hd__buf_4
  Layout cell share with drive strength beyond 1 ........................ between 10% and 20%
  Final non-filler cell total ........................ 832
  Area of all placed cells without fillers ........................ about 6800 sq um
  Most frequent logic cell in the layout ........................ sky130_fd_sc_hd__dfxtp_1

[Power and ir drop]
  Power, Total ........................ 6170 uW
  Maximum ir drop on the vdd rail ........................ 564 uV
  Total power per unit cell area ........................ 903 nW/um^2
  Standby leakage power ........................ 0.00236 uW

[Worst setup path]
  Sort of element at the end of the critical path ........................ register
  Startpoint class of the critical path ........................ register
  Category of the most critical setup path ........................ reg2reg
  Max Fanout on Critical Path ........................ 9
  WP data required ........................ between 2 and 2.5 ns
  Worst endpoint data arrival time ........................ between 2 and 2.5 ns

[Die]
  Pre-Place Util ........................ 41.5%
  Vertical die dimension ........................ approximately 120 um
  Row cnt ........................ around 42
  IO Pins ........................ 10
  Die Wd ........................ 120 um
  Area of the core region ........................ 13500 sq um
  Total die size ........................ 14400 sq um

[Min path]
  Class of the most critical hold timing path ........................ reg2reg

----------------------------------------------------
[power by group]
group | switching, uW | internal [uW]
logic | 52.2 | 50.6
clock network | 1080 | 2180
registers | 16.2 | 2790
[kinds of logic after synthesis]
group	synth area share, %
AND/OR/NAND/NOR	26.6
AND-OR/OR-AND	7.90
buffers and inverters	2.26
adder cells (fa/ha/maj)	1.12
multiplexers	1.52
flip-flops	51.3
XOR/XNOR	9.25
[per-layer routing]
metal	wire length, um	up-vias	part of all wire (%)
li1	-	2226	-
met1	5120	1997	52
met2	4280	56	43
met3	343	11	3.5
met4	161	0	1.6
met5	0	-	0
[worst max-delay path, stage by stage, from the launching register on]
cell and delay, ns:
sky130_fd_sc_hd__edfxtp_1 0.40, sky130_fd_sc_hd__nand2_1 0.10, sky130_fd_sc_hd__or4_4 0.55, sky130_fd_sc_hd__or4_4 0.54
sky130_fd_sc_hd__a21oi_2 0.14
[final cells by class]
cell class | instances | area (sq um)
Inverter | 15 | 56.3
Multi-Input combinational cell | 427 | 2650
Timing Repair Buffer | 55 | 435
Clock inverter | 4 | 70.1
Sequential cell | 128 | 2870
Fill cell | 1168 | 6620
Clock buffer | 27 | 536
Tap cell | 176 | 220
[Yosys cell counts]
| cell | count |
|---|---|
| sky130_fd_sc_hd__dfxtp_1 | 94 |
| sky130_fd_sc_hd__o31ai_1 | 5 |
| sky130_fd_sc_hd__and4_1 | 5 |
| sky130_fd_sc_hd__dfstp_2 | 4 |
| sky130_fd_sc_hd__o21a_1 | 1 |
| sky130_fd_sc_hd__and4_2 | 1 |
| sky130_fd_sc_hd__a21oi_1 | 41 |
| sky130_fd_sc_hd__and4b_1 | 2 |
| sky130_fd_sc_hd__nand2b_1 | 1 |
| sky130_fd_sc_hd__dfrtp_1 | 4 |
| sky130_fd_sc_hd__or4_1 | 15 |
| sky130_fd_sc_hd__nand4_2 | 1 |
| sky130_fd_sc_hd__mux2_2 | 4 |
| sky130_fd_sc_hd__a31oi_1 | 1 |
| sky130_fd_sc_hd__nand3b_1 | 2 |
| sky130_fd_sc_hd__nor3_1 | 14 |
| sky130_fd_sc_hd__edfxtp_1 | 26 |
| sky130_fd_sc_hd__or3_1 | 32 |
| sky130_fd_sc_hd__nor4_1 | 9 |
| sky130_fd_sc_hd__and3b_1 | 2 |
| sky130_fd_sc_hd__ha_1 | 5 |
| sky130_fd_sc_hd__o21ai_0 | 35 |
| sky130_fd_sc_hd__or3b_2 | 1 |
| sky130_fd_sc_hd__nand3_1 | 24 |
| sky130_fd_sc_hd__xnor2_1 | 35 |
| sky130_fd_sc_hd__mux2i_1 | 4 |
| sky130_fd_sc_hd__nand4b_4 | 1 |
| sky130_fd_sc_hd__nand4b_1 | 6 |
| sky130_fd_sc_hd__and2_1 | 2 |
| sky130_fd_sc_hd__nor2_1 | 69 |
| sky130_fd_sc_hd__or2_2 | 2 |
| sky130_fd_sc_hd__inv_1 | 15 |
| sky130_fd_sc_hd__nand3_2 | 1 |
| sky130_fd_sc_hd__nand4_1 | 25 |
| sky130_fd_sc_hd__and3_1 | 5 |
| sky130_fd_sc_hd__o21ba_2 | 1 |
| sky130_fd_sc_hd__buf_2 | 2 |
| sky130_fd_sc_hd__xor2_1 | 24 |
| sky130_fd_sc_hd__nor2b_1 | 12 |
| sky130_fd_sc_hd__clkbuf_1 | 15 |
| sky130_fd_sc_hd__nand2_1 | 35 |
| sky130_fd_sc_hd__buf_1 | 1 |
| sky130_fd_sc_hd__or3_2 | 4 |
[per-stage QoR]
step | setup WS [ns] | TNS [ns] | util (%)
finish | 0.0349 | 0 | 50.8
global route | -0.0396 | -0.0923 | 50.8
CTS | 0.0131 | 0 | 50.3
detailed placement | -0.0835 | -0.197 | 45.8
global placement | -0.0283 | -0.0283 | 45.8
floorplan | -0.00680 | -0.00680 | -
[path summary, 6_finish.rpt]
path | from | to | slack [ns] | cells after the start
worst min-delay path | u_db.DFF1$_DFF_P_ | u_db.DFF2$_DFF_P_ | 0.36 | 0
worst min register to register | u_db.DFF1$_DFF_P_ | u_db.DFF2$_DFF_P_ | 0.36 | 0
worst max register to register | u_db.q_reg[0]$_SDFFCE_PP0P_ | u_db.q_reg[19]$_SDFFCE_PP0P_ | 0.03 | 4
max in group asynchronous | u_db.DB_out$_DFFE_PP_ | u_keypad.Col[1]$_DFF_PP1_ | 1.21 | 2
worst max-delay path | u_db.q_reg[0]$_SDFFCE_PP0P_ | u_db.q_reg[19]$_SDFFCE_PP0P_ | 0.03 | 4
min in group asynchronous | u_db.DB_out$_DFFE_PP_ | async pin | 0.48 | 2
[timing repair]
action | CTS | global route
endpoints found under the setup margin | 4 | 18
hold buffers | 0 | 0
hold endpoints to repair | 0 | 0
resized | 1 | 15
pin swaps | 0 | 4
setup buffers | 0 | 2
gates cloned | 0 | 0
Power is estimated from default activity; no workload was simulated.
